$ cat ./run.sh
#!/bin/bash
# OpenROAD 26Q1-2900-gdf79404cd8, Yosys 0.63+post, stock flow scripts
make -C /OpenROAD-flow-scripts/flow DESIGN_CONFIG=/design/flow/config.mk WORK_HOME=/design/flow/orfs finish
$ cat ./config.mk
export PLATFORM = sky130hd
export DESIGN_NAME = Convolution_CG
export DESIGN_NICKNAME = Convolution_CG
export VERILOG_FILES = /design/flow/design.v
export SDC_FILE = /design/flow/constraint.sdc
export NUM_CORES = 4
export LEC_CHECK = 1
export CORE_UTILIZATION = 40
$ cat ./constraint.sdc
current_design Convolution_CG

set clk_period 7.2
set clk_io_pct 0.2

create_clock -name clk0 -period $clk_period [get_ports {clck}]

set non_clock_inputs [all_inputs -no_clocks]
set_input_delay [expr $clk_period * $clk_io_pct] -clock clk0 $non_clock_inputs
set_output_delay [expr $clk_period * $clk_io_pct] -clock clk0 [all_outputs]
$ cat ./design.v
module Convolution_CG(output reg [95:0]FEC,output reg status,input data,clck,start);
    reg [5:0]c;          
    reg [3:0] b;         
    reg f;               
    always@(posedge clck,posedge start) begin
        if(start==1) begin
            c<=48;
            b<=4'b0000;
            status<=0;
            FEC<=0;
            f<=0;
        end
        else if(c>0) begin
            if(f==1) begin
                FEC[2*c-1]<=b[3]+b[1]+b[0];
                FEC[2*c-2]<=b[3]+b[2]+b[1]+b[0];
                c<=c-1'b1;  
            end
            b[3:0]<={data,b[3:1]};
            f<=1;
        end
        else status<=1;
    end
endmodule 
==> results_dict.tcl <==
# place-and-route summary
set metrics [dict create \
    drv_slew 0 \
    netlist_instances 543 \
    power_w 0.00113 \
    fin_tns_setup_ns 0 \
    crit_required_ns 7.44 \
    routed_via_density 5.46 \
    cts_root_buf "clkbuf_16" \
    die_x_um 123 \
    ys_types 70 \
    critPathArrivalTime_ns 5.21 \
    numCtsBuffers 9 \
    ys.warnings.count 1 \
    clockBufferDepth 2 \
    grt_remaining_overflow 0 \
    finalCritPeriodShare 0.690 \
    drtIter0Drc 190 \
    path_max_fanout 27 \
    p_leak_nw 3.06 \
    ys_seq_elements 108 \
    grt_max_degree 49 \
    grt_usage 0.210 \
    setup_viol 0 \
    wire_per_inst_um 17.8 \
    cts_resized 0 \
    crit_type "reg -> reg" \
    skew_ns 0.00780 \
    ys.flop_type "dfrtp_1" \
    core_um2 14000 \
    max_freq_mhz 201 \
    status "complete, no violations" \
    drive_gt1_frac 0.194 \
    relSlewSlack 0.397 \
    synth-edff-count 0 \
    clk_latency_ns 0.36 \
    yosys_area_um2 5830 \
    cts.clk_slew.worst_paths_ns 0.07 \
    post-dp-hpwl_mm 10.2 \
    synthesis.area_um2 5830 \
    tool_warnings 28 \
    syn_avg_cell_area_um2 10.7 \
    chipArea_um2 15100 \
    topCellsByArea "dfrtp_1 (46%), mux2_2 (13%), mux2_1 (5.4%)" \
    firstDrtPassIters 5 \
    start_kind "register" \
    synth.most_common_cell "dfrtp_1" \
    worst_pin_slew_ns 0.899 \
    place_congestion 0.897 \
    via_count 4446 \
    top_cell_area_share 0.455 \
    cap_violations 0 \
    grt_pass1_wl_mm 23.5 \
    ant_nets 0 \
    rsz0062_at_grt "no" \
    hold_violations 0 \
    grt_pass1_vias 4461 \
    final_util 0.518 \
    cp-end-kind "register" \
    dpl-instance-area_um2 6980 \
    post-cts-setup-buffers 0 \
    cts_tree "built" \
    largest_area_cell "dfrtp_1" \
    hold_class "reg -> reg" \
    initial_core_util 0.415 \
    stdcell_area_um2 7280 \
    ys_top_cells_by_count "dfrtp_1 (106), mux2_2 (69), nand2_1 (56)" \
    async_reset_ff_frac 1.00 \
    period_needed_ns 4.96 \
    antenna_found_initial 0 \
    ys_cells 543 \
    rows 43 \
    io_buffers 99 \
    synthToLayoutAreaGrowth_pct 24.9 \
    dieHeight_um 123 \
    ir_drop_mv 0.143 \
    num_io_pins 100 \
    routed_wl_mm 14.5 \
    drc 0 \
    antennaDiodeCount 0 \
    htreeDepth 3 \
    cts_hold_buf 0 \
    synth_seq_share 0.464 \
    power_density_nw_per_um2 155 \
    clock-sinks 108 \
]
==> path summary, 6_finish.rpt <==
path / startpoint / to / slack, ns / cells after the start
setup reg to reg: c[0]$_DFFE_PP0P_ / FEC[58]$_DFFE_PP0P_ / 2.24 / 11
min in group asynchronous: start / FEC[14]$_DFFE_PP0P_ / 1.40 / 2
hold reg to reg: status$_DFFE_PP0P_ / status$_DFFE_PP0P_ / 0.47 / 1
hold / removal: status$_DFFE_PP0P_ / status$_DFFE_PP0P_ / 0.47 / 1
max in group asynchronous: start / c[5]$_DFFE_PP1P_ / 4.37 / 4
setup / recovery: c[0]$_DFFE_PP0P_ / FEC[58]$_DFFE_PP0P_ / 2.24 / 11
==> where the power goes <==
group          switching [W]  total (W)  internal (W)  leakage (nW)
clock network       0.000233   0.000506      0.000273         0.145
registers                  0   0.000606      0.000606          1.50
logic              0.0000120  0.0000138    0.00000176          1.42
==> flip-flops by register name, summed over array words and instances, names as in the netlist <==
signal,flops
c,6
FEC,96
status,1
b,4
f,1
==> cell families (layout without fill, tap and decap cells) <==
family,count (synthesis),count (layout),share of synthesized area
adders and majority gates,11,11,0.0236
buffers and inverters,42,133,0.0322
and+or+nand+nor,206,206,0.183
muxes,100,100,0.193
AOI/OAI and AO/OA,61,61,0.0805
DFF,108,108,0.464
xor gates and xnor gates,15,15,0.0238
==> critical path, cell delays in order, from the launching register on <==
cell      delay [ns]
dfrtp_1         0.69
inv_1           0.28
ha_1            0.70
nor3b_1         0.45
nand2_1         0.28
ha_1            0.39
nand2b_1        0.23
a211oi_1        0.78
o211ai_1        0.19
o22ai_1         0.30
nor2b_1         0.21
mux2_1          0.34
==> cell type report <==
type	instances	area [µm²]
fill	1230	6770
inverter	10	40.0
multi-input combinational	393	2950
clock buffer	9	225
clock inverter	6	73.8
sequential	108	2710
timing repair buffer	108	1060
tap	180	225
==> layout by cell type (no fill, tap or decap), types with 3 or more instances in the layout <==
cell and count:
clkbuf_16 9, nand3b_1 4, or2_2 6, buf_4 9, ha_1 11, a21oi_1 4
xnor2_1 8, nor2b_1 7, clkdlybuf4s50_1 99, nor2_1 40, nor3_1 38, o21ai_0 17
inv_1 9, nand3_1 20, mux2_1 28, nand4_1 8, mux2i_1 3, o22ai_1 5
xor2_1 4, nand2_1 56, o211ai_1 5, mux2_2 69, dfrtp_1 106, nand2b_1 4
==> metrics by stage <==
step / hold slack (ns) / cells / worst slack, ns
after floorplan: 0.408 / 543 / 2.92
after global placement: 0.455 / 799 / 2.57
after detailed placement: 0.456 / 799 / 2.41
after CTS: 0.478 / 814 / 2.35
after global routing: 0.515 / 814 / 1.82
final: 0.474 / 814 / 2.24
==> routing by layer <==
layer	vias up	share of wire	track usage
met4	0	0.017	0.0320
met2	108	0.46	0.312
li1	2117	-	-
met1	2205	0.47	0.330
met3	16	0.058	0.0460
met5	-	0	0
Power figures rest on the tool's default switching activity, not on a simulated workload.
