## design/flow/config.mk

```make
export PLATFORM = sky130hd
export DESIGN_NAME = reg_set
export DESIGN_NICKNAME = reg_set
export VERILOG_FILES = /design/flow/design.v
export SDC_FILE = /design/flow/constraint.sdc
export NUM_CORES = 4
export LEC_CHECK = 1
export CORE_AREA = 10 10 90 90
export DIE_AREA = 0 0 100 100
```

## design/flow/constraint.sdc

```tcl
current_design reg_set

set clk_period 3.1
set clk_io_pct 0.2

create_clock -name clk0 -period $clk_period [get_ports {clck}]

set non_clock_inputs [all_inputs -no_clocks]
set_input_delay [expr $clk_period * $clk_io_pct] -clock clk0 $non_clock_inputs
set_output_delay [expr $clk_period * $clk_io_pct] -clock clk0 [all_outputs]
```

## design/flow/design.v

```verilog
module reg_set(output reg [15:0] R,output reg Status,input [15:0]V,input [5:0]cnt,input msb,clck,start);
reg [5:0]c;
always@(posedge clck,posedge start) begin
    if(start==1) begin 
        R<=16'hFFFF;
        c<=0;
        Status<=0;
    end
    else if(c<cnt) begin
        R[0]<=R[15]+msb;
        R[1]<=R[0];
        R[2]<=R[1]+R[15]+msb;
        R[14:3]<=R[13:2];
        R[15]<=R[14]+R[15]+msb;
        c<=c+1'b1;
    end
    else Status<=1;
end
endmodule 
```

## design/flow/run.sh

```bash
#!/bin/bash
# OpenROAD 26Q1-2900-gdf79404cd8, Yosys 0.63+post, stock flow scripts
make -C /OpenROAD-flow-scripts/flow DESIGN_CONFIG=/design/flow/config.mk WORK_HOME=/design/flow/orfs finish
```

==> run summary <==
Area grow syn2layout -> 33.4%
CP startpoint kind -> input pin
Number of top-level pins -> 42
Kind of end point of the critical path -> register
Setup ws final -> 0.704 ns
Clock slew at reported path FFs -> 0.08 ns
Main synth FF type -> dfstp_2
H-tree levels -> 1
Minimum clock period -> 2.40 ns
DRT iter0 DRCs -> 18
Vias in the first global route -> 750
Setup crit start -> cnt[5]
CTS Buffer Depth -> 2
M2 GR Usage -> 7.96%
I/O Buffers -> 25
M1 GR Usage -> 6.35%
Clk root buf -> clkbuf_8
1st-pass router iterations -> 2
Worst Setup Path Type -> input pin to register
Yosys cell types -> 24
Tally of filler cells in the layout -> 672
TritonCTS clock tree -> done
Initial antenna violation count -> 0
Seq share, synth -> 49.9%
Gr usage total -> 4.91%
Vias/cell -> 3.79
MaxCap Viol Count -> 0
F_max -> 417 MHz
Post-synthesis instance area -> 0.00119 mm2
Setup Buffers After CTS -> 0
Reg2reg start -> c[5]
Cell area leaders -> dfstp_2, dfrtp_1, mux2_4
OpenROAD warnings -> 41
Final hold vios -> 0
Hold-fix buffer count after cts -> 0
CP max stage cell -> clkdlybuf4s50_1
Setup violations, final -> 0
#FFs+latches synth -> 23
Placement Cell Area -> 0.00154 mm2
Post-cts resize count -> 0
Worst-path cell chain -> clkdlybuf4s50_1 > inv_1 > ha_1 > and2_1 > nand3_4 > o21ai_4 > buf_12 > mux2_2
Cell area after layout -> 0.00159 mm2
Mean Syn Cell Area -> 14.0 um2
Post-Route WL -> 2390 um
Worst hold path type -> register to register
Post-route setup TNS -> 0 ns
Final ANT Viol Nets -> 0
Clk sink count -> 23
First-pass GRT wire length -> 3970 um
Routed length per placed instance -> 12.5 um
Status -> complete, no violations
Global-route met3 utilization -> 1.94%
CP max FO -> 18
Die Ht -> 100 um
RSZ-0062 raised after global routing -> false
Yosys synthesis warning count -> 1
Count leader, synth -> dfstp_2
IR drop worst, VDD -> 0.442 mV
FFs w/ async S/R, synth -> 100%
Share of cells above drive strength 1 -> 35.1%
# rows -> 29
Lkg Pwr -> 0.633 nW
Core area -> 0.00628 mm2
Area leader, netlist -> dfstp_2
CP max stage delay -> 0.45 ns
Rel. slew slack -> 70.7%
Worst EP required -> 3.29 ns
Antenna fix cells -> 0
Yosys Instances -> 85
Post-synth top area share -> 35.3%
Clock latency on the worst-skew pair -> 0.26 ns
CTS buffer count -> 3
Number of enable flip-flop cells -> 0
Vias -> 723
Die W -> 100 um
Gr busiest metal -> met2
Final worst-path cycle share -> 77.3%
Initial Utilization -> 19.0%
Commonest cells in the synthesized netlist -> dfstp_2, mux2_4, dfrtp_1, xnor2_1
WHS -> 0.469 ns
RD Place Congestion -> 0.743
Mapped Cells -> 85
Post-place setup slack -> 0.435 ns
PD cells -> 1120 mW/mm2
Yosys chip area -> 0.00119 mm2
Crit path DAT -> 2.59 ns
Worst slew pin tran -> 0.439 ns
Overflow after GRT -> 0
Worst Min Path Start -> Status
Post-DP HPWL -> 1790 um
Slew Viols, Final -> 0
Clk_skew -> 0.00186 ns
Number of remaining DRC errors -> 0
Largest net degree at the start of global routing -> 19
Chip area -> 0.0100 mm2
## metal layers
layer | share of wire (%) | up-vias
met1 | 45 | 354
met2 | 48 | 14
met5 | 0 | -
met4 | 0.80 | 0
met3 | 6.4 | 2
li1 | - | 353
## logic make-up after synthesis
kind of cell,count (synthesis),synth area share (%)
flip-flops,23,49.9
multiplexers,16,17.6
AND-OR/OR-AND,14,10.3
XOR/XNOR,9,6.61
AND/OR/NAND/NOR,9,5.46
buffers and inverters,8,3.78
adder cells (fa/ha/maj),6,6.30
## final timing paths
check | to | slack, ns | cells past startpoint
max | R[9] | 0.70 | 8
min | Status | 0.47 | 1
max reg2reg | R[9] | 1.13 | 6
min reg2reg | Status | 0.47 | 1
max in group asynchronous | R[2] | 1.83 | 3
min in group asynchronous | R[10] | 0.97 | 2
## placed cells by master, fill, tap and decap left out
cell	n
o211ai_1	1
o21ai_0	4
nand3_4	1
a2111oi_0	1
mux2_1	2
and2_1	2
mux2_2	6
ha_1	6
clkbuf_8	3
xnor2_1	7
clkdlybuf4s50_1	25
nand3_1	2
or2_1	1
buf_4	1
buf_12	1
nand2b_1	2
xor2_1	2
dfstp_2	16
a21o_1	2
clkinv_2	1
a211oi_1	3
inv_1	6
mux2_4	8
o21ai_4	1
dfrtp_1	7
a21oi_4	2
nand4_1	1
## report_power, final
group | total [W] | internal [W] | switching (W) | leakage [nW]
combinational | 0.000912 | 0.000595 | 0.000317 | 0.360
clock | 0.000185 | 0.0000896 | 0.0000957 | 0.0255
sequential | 0.000677 | 0.000541 | 0.000135 | 0.247
total | 0.00177 | 0.00123 | 0.000548 | 0.633
## flip-flops by register name (all words and copies together), names as in the netlist
name    count
c           6
Status      1
R          16
## area by class of cell
cell class | instances | area (um2) | area share, %
timing repair buffer | 27 | 278 | 17.5
inverter | 6 | 22.5 | 1.42
tap | 77 | 96.3 | 6.06
sequential | 23 | 596 | 37.5
multi-input combinational | 54 | 552 | 34.7
clock inverter | 1 | 5.00 | 0.315
clock buffer | 3 | 41.3 | 2.60
## metrics by stage
stage          util [%]  power, W  instances
5_1_grt            25.3   0.00193        191
2_1_floorplan         -   0.00126         85
3_3_place_gp       24.6   0.00161        187
3_5_place_dp       24.6   0.00161        187
6_report           25.3   0.00177        191
4_1_cts            25.3   0.00182        191
## critical path: cells and delay by family
family | cells | cell delay [ns]
AOI/OAI and AO/OA | 1 | 0.17
muxes | 1 | 0.35
buffers and inverters | 3 | 0.68
and+or+nand+nor | 2 | 0.48
adders and majority gates | 1 | 0.28
Power figures rest on the tool's default switching activity, not on a simulated workload.
